===== /design/flow/config.mk =====
export PLATFORM = sky130hd
export DESIGN_NAME = Sixty_Four_Bit_Register_File
export DESIGN_NICKNAME = Sixty_Four_Bit_Register_File
export VERILOG_FILES = /design/flow/design.v
export SDC_FILE = /design/flow/constraint.sdc
export NUM_CORES = 4
export LEC_CHECK = 1
export CORE_UTILIZATION = 40

===== /design/flow/constraint.sdc =====
current_design Sixty_Four_Bit_Register_File

set clk_period 8.6
set clk_io_pct 0.2

create_clock -name clk0 -period $clk_period [get_ports {clk}]

set non_clock_inputs [all_inputs -no_clocks]
set_input_delay [expr $clk_period * $clk_io_pct] -clock clk0 $non_clock_inputs
set_output_delay [expr $clk_period * $clk_io_pct] -clock clk0 [all_outputs]

===== /design/flow/design.v =====
`timescale 1ns / 1ps
module Sixty_Four_Bit_Register_File(
    input [4:0] read_reg_address_1,
    input [4:0] read_reg_address_2,
    input [63:0] data,
    input [4:0] write_reg_address,
    input reg_write,
	 input clk,
    output reg [63:0] reg_out_1,
    output reg [63:0] reg_out_2,
	 output reg [63:0] answer_answer2
    );
     reg [63:0] MEMORY [0:31];
integer i;
initial begin
reg_out_1=0;
reg_out_2=0;
for(i=0;i<32;i=i+1)begin
	MEMORY[i] = 0;
end 
end
always @(posedge clk) begin
reg_out_1 <= MEMORY[read_reg_address_1];
reg_out_2 <= MEMORY[read_reg_address_2];
answer_answer2 <= MEMORY[5'b00110]; 
end
always@(posedge clk)begin  
	if(reg_write)begin
       MEMORY[write_reg_address] = data;
	end  
end 
endmodule

===== /design/flow/run.sh =====
#!/bin/bash
# OpenROAD 26Q1-2900-gdf79404cd8, Yosys 0.63+post, stock flow scripts
make -C /OpenROAD-flow-scripts/flow DESIGN_CONFIG=/design/flow/config.mk WORK_HOME=/design/flow/orfs finish

==> Changelog: implementation <==
### Physical design

* DPL Wire Length at around 180000 um
* TritonRoute pass-1 iters at 7
* Cells after Synth at approximately 4500
* Top cells by count: 2048 x edfxtp_1, 1039 x mux4_2, 362 x mux2i_1
* Dominant register cell: edfxtp_1
* CP bufs+invs at 3
* Tot Pwr at between 20 and 25 mW
* Tally of yosys warning messages at 1
* Largest net degree at the start of global routing at about 85
* WP data required at between 9 and 10 ns
* Most used routing layer: met2
* Worst r2r src: MEMORY[12][4]
* Worst setup path class: primary input to flip-flop
* Die x size at 497 um
* Number of cells on the worst reg-to-reg path at 3
* Skew final at roughly 0.05 ns
* CTS tree: built
* Worst slew pin tran at 1.18 ns
* Fin. max-slew vios at 0
* Clock Sinks at about 2200
* Critical Path, Cell by Cell: clkdlybuf4s50_1 > or3b_2 > nor2_4 > buf_4 > buf_4
* GRT met3 Usage at 23.3%
* TNS Setup at 0 ns
* Initial drt markers at 3186
* TritonCTS Buffers at between 200 and 250
* Crit path largest cell delay at between 0.6 and 0.7 ns
* Worst setup SP type: primary input
* Die Height at slightly below 500 um
* GR Util met1 at between 30% and 40%
* PD cells at 216 nW/um2
* WL/cell at around 36 um
* R2R Setup Slk at 6.65 ns
* Fp_density at approximately two fifths
* Max Cap Viol at 0
* Final setup viols at 0
* # resized after CTS at 0
* Fin crit period at ~4.2 ns
* Hold Path Cell Cnt at 0
* Top delay family on crit path: buffers and inverters
* # Post-CTS Setup Buffers at 0
* Hold Path End: answer_answer2[10]
* Number of global-route vias before repair at around 58000
* Count of library flops with an enable pin at 2048
* Slowest stage cell, crit path: clkdlybuf4s50_1
* Critical Path End Type: flip-flop
* Post-DRT Antenna Nets at 0
* Max IR drop VDD at approximately 0.19 mV
* Syn Std Cell Area at 97900 um2
* DRC Markers at 0
* Most used cell, CP: buf_4
* Routed via count at between 50000 and 60000
* Initial antenna violation count at 13
* Worst Hold Class: flip-flop to flip-flop
* Final Hold Vio Count at 0
* DR vias/cell at between 6 and 7
* DIE AREA at 247000 um2
* RSZ-0062 raised after global routing: no
* Syn-to-layout area delta at 15.6%
* Outcome: complete, no violations
* Seq pwr share at 50.0%
* Ys flops at between 2000 and 2500
* Clock latency (worst-skew pair) at between 0.8 and 0.9 ns
* Total Routed Length at about 300000 um
* Sequential fraction of the synthesis area at between 60% and 70%
* Log Warnings at 27
* Grt ovf at 0
* Share of cells above drive strength 1 at between 30% and 40%
* Post-synth area hogs: edfxtp_1 63%, mux4_2 24%, dfxtp_1 3.9%
* First-pass GRT wire length at about 430000 um
* GRT Total Usage at 27.1%
* Clock Pin Slew Worst Setup and Hold Paths at about 0.060 ns
* CP max FO at 24
* Comb pwr share at between 7 and 8%
* Placed cell count at between 7000 and 8000
* Highest Clock Rate at approximately 0.24 GHz
* Ys cells at 4505
* Internal power at roughly 19 mW
* Sw frac at between 20 and 25%
* Hold path start: MEMORY[6][10]
* Hold buffers post-CTS at 0
* Final Util at 46.6%
* Core area at between 200000 and 250000 um2
* Synth top cell by count: edfxtp_1
* Routability Congestion at a little under 0.9
* CTS Root Cell: clkbuf_16
* Leak at ~36 nW
* I/O Buffers at approximately 270
* Global-route met2 utilization at between 30% and 40%
* Non-Filler Instances at about 8300
* Clock power frac at between 40% and 50%
* Fin crit share at about half
* Async SR Flop Fraction at 0%
* Rel. slew slack at approximately a fifth
* Switching power of the nets at 5.48 mW
* Yosys chip area at roughly 98000 um2
* Mapped Avg Cell Area at 21.7 um2
* Cell type with the largest total area: edfxtp_1
* Longest Clk Path Bufs at 3
* H-tree level count at 4
* Top cell area share at between 60% and 70%
* Critical Path AT at about 4.7 ns
* FP Rows at around 180
* R2r endpoint: reg_out_1[4]
* I/O pin cnt at around 270
* Unique cell types at 39
-- power groups by stage --
stage	Sequential (mW)	Combinational, mW	Clock, mW
CTS	12.2	1.92	10.5
global route	12.2	2.03	10.9
finish	12.2	1.90	10.3
-- sequential cells by signal, indices dropped and copies added (netlist names) --
name	flops
reg_out_1	64
reg_out_2	64
MEMORY	2048
answer_answer2	64
-- placed cells by master, fill, tap and decap left out, types with 24 or more instances in the layout --
cell type / Yosys / routed
buf_4: 80 / 244
clkdlybuf4s50_1: 0 / 262
o22ai_1: 38 / 38
dfxtp_1: 192 / 192
clkbuf_16: 0 / 236
clkinv_1: 1 / 26
clkbuf_8: 0 / 24
mux4_2: 1039 / 1039
mux2_2: 56 / 56
mux2i_1: 362 / 362
bufinv_16: 0 / 24
nand2_1: 87 / 87
a221oi_1: 93 / 93
clkinv_2: 0 / 40
a32o_1: 38 / 38
clkbuf_1: 108 / 58
edfxtp_1: 2048 / 2048
a22o_1: 33 / 33
nor2_4: 0 / 35
-- metrics by stage --
stage	setup slack, ns	instance area, um2	hold WS, ns
global placement	3.52	105000	0.387
CTS	4.44	113000	0.393
finish	4.36	113000	0.395
detailed placement	3.48	105000	0.392
floorplan	3.06	97900	0.359
global route	4.30	113000	0.412
-- worst reg2reg max path, cell delays in order (launching register included) --
cell	delay (ns)
edfxtp_1	0.43
mux4_2	0.47
mux4_2	0.49
o21a_1	0.34
-- area by class of cell --
| type | count | area [um2] |
|---|---|---|
| Antenna cell | 14 | 35.0 |
| Clock buffer | 317 | 6440 |
| Clock inverter | 125 | 1420 |
| Fill cell | 19763 | 130000 |
| Inverter | 1 | 11.3 |
| Multi-Input combinational cell | 1917 | 31100 |
| Sequential cell | 2240 | 65300 |
| Tap cell | 3202 | 4010 |
| Timing Repair Buffer | 529 | 4870 |
-- cell families after synthesis --
| family | Yosys count | synth area share, % |
|---|---|---|
| multiplexers | 1457 | 28.2 |
| flip-flops | 2240 | 66.7 |
| buffers and inverters | 348 | 1.87 |
| AND/OR/NAND/NOR | 184 | 0.846 |
| AND-OR/OR-AND | 276 | 2.34 |
-- worst max path at each step --
| stage | start | end | slack (ns) | cells past startpoint |
|---|---|---|---|---|
| after CTS | write_reg_address[2] | MEMORY[6][41] | 4.44 | 5 |
| final | write_reg_address[2] | MEMORY[6][41] | 4.36 | 5 |
| after global routing | read_reg_address_1[0] | reg_out_1[51] | 4.30 | 6 |
-- routing by layer --
| metal | vias up | share of wire, % |
|---|---|---|
| met3 | 562 | 20 |
| li1 | 20668 | - |
| met5 | - | 0.21 |
| met1 | 26186 | 30 |
| met2 | 4007 | 47 |
| met4 | 24 | 3.1 |
No activity file was given, so power comes from the tool's default toggle rates.
