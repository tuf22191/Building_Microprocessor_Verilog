File: design/flow/config.mk
export PLATFORM = sky130hd
export DESIGN_NAME = Data_Memory
export DESIGN_NICKNAME = Data_Memory
export VERILOG_FILES = /design/flow/design.v
export SDC_FILE = /design/flow/constraint.sdc
export NUM_CORES = 4
export LEC_CHECK = 1
export CORE_UTILIZATION = 30
export SYNTH_MEMORY_MAX_BITS = 65536
File: design/flow/constraint.sdc
current_design Data_Memory

set clk_period 38.1
set clk_io_pct 0.2

create_clock -name clk0 -period $clk_period [get_ports {clk}]

set non_clock_inputs [all_inputs -no_clocks]
set_input_delay [expr $clk_period * $clk_io_pct] -clock clk0 $non_clock_inputs
set_output_delay [expr $clk_period * $clk_io_pct] -clock clk0 [all_outputs]
File: design/flow/design.v
`timescale 1ns / 1ps
module Data_Memory(
    input wire read_data_flag,
    input wire write_data_flag,
    input wire [31:0] data_to_write,
    input wire [7:0] address_of_data,
	 input wire clk,
	 output reg [63:0] data_read_out,
	 output reg [31:0] answer_answer
    );
	 reg [63:0] THE_MEMORY [0:255]; 
	 integer i;
	 initial begin    
		data_read_out <= 0;  
		for(i=0; i<256; i=i+1)begin
		 THE_MEMORY[i]= 0; 
		end		
	 end
	 always @(posedge clk) 
		begin
	    if(write_data_flag == 1'b1) begin
		    THE_MEMORY[address_of_data] <= data_to_write;
		 end
		 if(read_data_flag == 1'b1) begin
		    data_read_out <= THE_MEMORY[address_of_data];
		 end
	    answer_answer <=THE_MEMORY[6];
	 end
endmodule
File: design/flow/run.sh
#!/bin/bash
# OpenROAD 26Q1-2900-gdf79404cd8, Yosys 0.63+post, stock flow scripts
make -C /OpenROAD-flow-scripts/flow DESIGN_CONFIG=/design/flow/config.mk WORK_HOME=/design/flow/orfs finish
==> impl_metrics.toml <==
# implementation run metrics
[critical_path]
crit_buf_inv = 10
slowest_stage = "o41ai_2"
crit_required_ns = 38.93
critPathCaptureType = "register"
crit_path_max_incr_delay_ns = 0.69
cp_cell_sequence = "buf_16 -> buf_4 -> buf_4 -> buf_4 -> buf_4 -> buf_4 -> buf_4 -> buf_4 -> buf_12 -> mux4_2 -> a22oi_1 -> a21oi_1 -> buf_4 -> o41ai_2 -> nand4_1"
crit_top_cell = "buf_4"
cp_max_fo = 86
critPathKind = "in -> reg"
critPathLaunchType = "input pin"
crit_family = "buffers and inverters"
cp.arrival_ns = 14.65

[timing]
fin_skew_ns = 0.150
maxSlewHeadroom = 0.0695
finalClockPeriodUsage = 0.363
finalWorstSetupSlack_ns = 24.28
period_needed_ns = 13.82
slew_violations = 0
fmax_mhz = 72.4
rsz0062_at_grt = "false"
fin_tns_setup_ns = 0
setup_violations = 0
finalHoldViolations = 0
worst_pin_slew_ns = 1.38
whs_ns = 0.417

[pwr]
p_per_area_nw_per_um2 = 51.6
fin_total_pwr_mw = 18.6
p_leak_nw = 108
vdd.ir_drop.worst_uv = 45.4

[route]
via_per_inst = 5.14
dr.pass1.iters = 5
route.detailed.drc = 0
drtIter0Drc = 10300
via_count = 146000
wire_per_inst_um = 31.5
drtAntennaViolNets = 0
finalWirelength_um = 896000

[clock_tree]
cts_setup_buffers = 0
cts_root_buf = "clkbuf_16"
ctsLongestPathBuffers = 5
cts.sinks = 8256
ctsHoldBuffers = 0
numCtsBuffers = 789
post_cts_resized = 0
clock_latency_ns = 1.17
htreeDepth = 6
clk_pin_slew_ns = 0.06
cts_tree = "yes"

[floorplan]
dieArea_um2 = 1040000
die_h_um = 1020
coreArea_um2 = 1030000
fp.dieW_um = 1020
row_count = 373
ioPinCount = 139
fp_util = 0.301

[job]
warning_count = 30
drv_cap = 0

[synthesis]
synth_flops = 8256
yosys_cells = 13100
avgSynthCellArea_um2 = 23.6
yosysWarningCount = 1
ys_area_um2 = 310000
synth_cell_types = 23
syn_inst = 13100
synth_area_um2 = 310000
ys_seq_share = 0.798

[layout]
final_cell_mix = "8,224 x edfxtp_1, 2,048 x mux4_2, 1,024 x a22oi_1"
area_growth_pct = 15.8
stdcell_count = 28500
final_layout_top_logic_cell = "edfxtp_1"
drive_gt1_frac = 0.296
fin_util = 0.349
fin_area_um2 = 359000

[placement]
preCtsSetupSlack_ns = 23.24
globalplace.congestion = 0.902
placement.io_buffers = 106
hpwlAfterDp_um = 521000
dpl.cell_count = 27000
dpl_cell_area_um2 = 334000

[global_route]
grt.overflow.total = 0
track_usage = 0.185
grt_pass1_wl_um = 1250000
grt_max_degree = 105
antenna_found_initial = 49
first_global_vias = 162000

[worst_hold_path]
hold_class = "reg -> reg"

[outcome]
status = "complete, no violations"
cell usage after synthesis:
cell type,number,area (um2)
nor2_1,246,923
buf_1,74,278
nor3_1,12,60.1
a22oi_1,1024,7690
mux4_2,2048,46100
clkbuf_1,487,1830
and2_0,1,6.26
nor4_1,2,12.5
and2_1,2,12.5
nor2b_1,8,50.1
buf_6,6,67.6
nand3_1,18,90.1
dfxtp_1,32,641
nand4_1,36,225
or2_2,1,6.26
conb_1,1,3.75
buf_2,185,926
buf_4,72,541
nand2_1,23,86.3
a21oi_1,512,2560
o41ai_1,128,1120
edfxtp_1,8224,247000
nand2b_1,6,37.5
registers in the layout (all words and copies together), names as in the netlist:
signal	flops
THE_MEMORY	8192
answer_answer	32
data_read_out	32
report_power, final:
group / leakage, nW / switching (mW) / internal [mW]
sequential: 74.2 / 0.0256 / 10.0
clock: 12.1 / 3.35 / 4.29
combinational: 21.4 / 0.604 / 0.290
total: 108 / 3.98 / 14.6
cell type report:
type	instances	area [um2]
Clock buffer	980	20800
Antenna cell	94	235
Tap cell	13700	17100
Multi-Input combinational cell	4099	62000
Fill cell	92700	672000
Timing Repair Buffer	940	7700
Sequential cell	8256	248000
Clock inverter	418	3940
worst paths after layout:
kind / startpoint / end / slack (ns) / cells past startpoint
hold / removal: THE_MEMORY[6][20]$_DFFE_PP_ / answer_answer[20]$_DFF_P_ / 0.42 / 0
hold reg to reg: THE_MEMORY[6][20]$_DFFE_PP_ / answer_answer[20]$_DFF_P_ / 0.42 / 0
setup / recovery: address_of_data[1] / data_read_out[1]$_DFFE_PP_ / 24.28 / 15
setup reg to reg: THE_MEMORY[103][30]$_DFFE_PP_ / data_read_out[30]$_DFFE_PP_ / 34.23 / 6
layer usage:
metal  GRT usage  routed length (um)
met1       0.176              252000
met3       0.175              187000
met5      0.0293                2970
met2       0.266              407000
met4      0.0761               47100
cell families (layout without fill, tap and decap cells):
kind of cell	count (synthesis)	count (layout)	share of synthesized area
flops	8256	8256	0.798
mux	2048	2048	0.149
compound gates	1664	1664	0.0367
buf+inv	824	2338	0.0117
simple gates	355	355	0.00487
other cells	1	126	0.0000121
No activity file was given, so power comes from the tool's default toggle rates.
